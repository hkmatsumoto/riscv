## config.mk

```make
export PLATFORM = sky130hd
export DESIGN_NAME = TangNano9kWrapper
export DESIGN_NICKNAME = TangNano9kWrapper
export VERILOG_FILES = /design/flow/design.v
export SDC_FILE = /design/flow/constraint.sdc
export NUM_CORES = 4
export LEC_CHECK = 1
export CORE_AREA = 10 10 70 70
export DIE_AREA = 0 0 80 80
```

## constraint.sdc

```tcl
current_design TangNano9kWrapper

set clk_period 1.7
set clk_io_pct 0.2

create_clock -name clk0 -period $clk_period [get_ports {clk_i}]

set non_clock_inputs [all_inputs -no_clocks]
set_input_delay [expr $clk_period * $clk_io_pct] -clock clk0 $non_clock_inputs
set_output_delay [expr $clk_period * $clk_io_pct] -clock clk0 [all_outputs]
```

## design.v

```verilog
module ALU #(
    parameter XLEN = 32
) (
    input   [5:0] f_i,
    input   [XLEN-1:0] op1_i,
    input   [XLEN-1:0] op2_i,
    output  [XLEN-1:0] result_o
);
    assign result_o = alu(f_i, op1_i, op2_i);
    function [XLEN-1:0] alu;
        input [5:0]         f_i;
        input [XLEN-1:0]    op1_i;
        input [XLEN-1:0]    op2_i;
        begin
            case (f_i)
                10: alu = op1_i + op2_i;
                11: alu = op1_i + op2_i;
                12: alu = op1_i + op2_i;
                13: alu = op1_i + op2_i;
                14: alu = op1_i + op2_i;
                15: alu = op1_i + op2_i;
                16: alu = op1_i + op2_i;
                17: alu = op1_i + op2_i;
                18: alu = op1_i + op2_i;
                21: alu = op1_i ^ op2_i;
                22: alu = op1_i | op2_i;
                23: alu = op1_i & op2_i;
                24: alu = op1_i << op2_i;
                25: alu = op1_i >> op2_i;
                27: alu = op1_i + op2_i;
                28: alu = op1_i - op2_i;
                29: alu = op1_i << op2_i;
                default: ;
            endcase
        end
    endfunction
endmodule
module CPU #(
    parameter XLEN = 32
) (
    input               clk_i,
    output reg [5:0]    led_o
);
    reg [XLEN-1:0] pc = 0;
    wire [XLEN-1:0] instruction_w;
    InstructionMemory IMemory(
        .addr_i         (pc),
        .instruction_o  (instruction_w)
    );
    wire [5:0] f_w;
    wire [$clog2(XLEN)-1:0] rs1_w;
    wire [$clog2(XLEN)-1:0] rs2_w;
    wire [$clog2(XLEN)-1:0] rd_w;
    wire [11:0]     imm_w;
    InstructionDecoder IDecoder(
        .instruction_i  (instruction_w),
        .f_o            (f_w),
        .rs1_o          (rs1_w),
        .rs2_o          (rs2_w),
        .rd_o           (rd_w),
        .imm_o          (imm_w)
    );
    wire branch_op_w = 6'd4 <= f_w & f_w <= 6'd9;
    wire load_op_w = 6'd10 <= f_w & f_w <= 6'd14;
    wire store_op_w = 6'd15 <= f_w & f_w <= 6'd17;
    wire arith_op_w = 6'd27 <= f_w & f_w <= 6'd36;
    wire arith_imm_op_w = 6'd18 <= f_w & f_w <= 6'd26;
    wire imm_op_w = load_op_w | store_op_w | arith_imm_op_w;
    wire [XLEN-1:0] op1_w;
    wire [XLEN-1:0] op2_w;
    RegisterFile RFile(
        .clk_i  (clk_i),
        .we_i   (1'b1),
        .rs1_i  (rs1_w),
        .rs2_i  (rs2_w),
        .rd_i   (rd_w),
        .data_i (load_op_w ? memory_w : alu_w),
        .op1_o  (op1_w),
        .op2_o  (op2_w)
    );
    wire [XLEN-1:0] alu_w;
    ALU ALU(
        .f_i        (f_w),
        .op1_i      (op1_w),
        .op2_i      (imm_op_w ? imm_w : op2_w),
        .result_o   (alu_w)
    );
    wire [XLEN-1:0] memory_w;
    DataMemory DMemory(
        .clk_i  (clk_i),
        .addr_i (alu_w),
        .we_i   (store_op_w),
        .data_i (op2_w),
        .data_o (memory_w)
    );
    always @(posedge clk_i) begin
        if (branch_op_w) begin
            if (f_w == 6'd4 && op1_w == op2_w) pc <= pc + imm_w;
            else pc <= pc + 1;
            if (f_w == 6'd5 && op1_w != op2_w) pc <= pc + imm_w;
            else pc <= pc + 1;
            if (f_w == 6'd6 && op1_w < op2_w)  pc <= pc + imm_w;
            else pc <= pc + 1;
            if (f_w == 6'd7 && op1_w >= op2_w) pc <= pc + imm_w;
            else pc <= pc + 1;
        end
        else pc <= pc + 1;
    end
    always @(posedge clk_i) begin
        if (store_op_w && alu_w == 63) led_o <= op2_w[5:0];
    end
endmodule
module DataMemory #(
    parameter XLEN = 32
) (
    input               clk_i,
    input   [XLEN-1:0]  addr_i,
    input               we_i,
    input   [XLEN-1:0]  data_i,
    output  [XLEN-1:0]  data_o
);
    reg [XLEN-1:0] memory[63:0];
    assign data_o = memory[addr_i];
    always @(posedge clk_i) begin
        if (we_i) memory[addr_i] = data_i;
    end
endmodule
module InstructionDecoder
(
    input [31:0] instruction_i,
    output reg [5:0] f_o,
    output [4:0] rs1_o,
    output [4:0] rs2_o,
    output [4:0] rd_o,
    output reg [11:0] imm_o
);
    wire [6:0] opcode = instruction_i[6:0];
    assign rd_o = instruction_i[11:7];
    wire [2:0] funct3 = instruction_i[14:12];
    wire [6:0] funct7 = instruction_i[31:25];
    assign rs1_o = instruction_i[19:15];
    assign rs2_o = instruction_i[24:20];
    wire [11:0] i_imm = instruction_i[31:20];
    wire [11:0] s_imm = {
        instruction_i[31:25],
        instruction_i[11:7]
    };
    wire [12:0] b_imm = {
        instruction_i[31],
        instruction_i[7],
        instruction_i[30:25],
        instruction_i[11:8],
        1'b0
    };
    wire [19:0] u_imm = instruction_i[31:12];
    wire [20:0] j_imm = {
        instruction_i[31],
        instruction_i[19:12],
        instruction_i[20],
        instruction_i[30:21],
        1'b0
    };
    wire [4:0] shamt = instruction_i[24:20];
    always @(*) begin
        case (opcode)
            7'b0110111: begin  
                f_o <= 0;
                imm_o <= u_imm;
            end
            7'b0010111: begin  
                f_o <= 1;
                imm_o <= u_imm;
            end
            7'b1101111: begin  
                f_o <= 2;
                imm_o <= j_imm;
            end
            7'b1100111: begin  
                f_o <= 3;
                imm_o <= i_imm;
            end
            7'b1100011: begin  
                imm_o <= b_imm;
                case (funct3)
                    3'b000: f_o <= 4;  
                    3'b001: f_o <= 5;  
                    3'b100: f_o <= 6;  
                    3'b101: f_o <= 7;  
                    3'b110: f_o <= 8;  
                    3'b111: f_o <= 9;  
                    default: ;
                endcase
            end
            7'b0000011: begin  
                imm_o <= i_imm;
                case (funct3)
                    3'b000: f_o <= 10;  
                    3'b001: f_o <= 11;  
                    3'b010: f_o <= 12;  
                    3'b100: f_o <= 13;  
                    3'b101: f_o <= 14;  
                    default: ;
                endcase
            end
            7'b0100011: begin  
                imm_o <= s_imm;
                case (funct3)
                    3'b000: f_o <= 15;  
                    3'b001: f_o <= 16;  
                    3'b010: f_o <= 17;  
                    default: ;
                endcase
            end
            7'b0010011: begin  
                imm_o <= i_imm;
                case (funct3)
                    3'b000: f_o <= 18;  
                    3'b010: f_o <= 19;  
                    3'b011: f_o <= 20;  
                    3'b100: f_o <= 21;  
                    3'b110: f_o <= 22;  
                    3'b111: f_o <= 23;  
                    default: begin
                        imm_o <= shamt;
                        case (funct3)
                            3'b001: f_o <= 24;  
                            3'b101: begin
                                if (funct7 == 7'b0000000) f_o <= 25;  
                                else f_o <= 26;  
                            end
                            default: ;
                        endcase
                    end
                endcase
            end
            7'b0110011: begin  
                case (funct3)
                    3'b000: begin
                        if (funct7 == 7'b0000000) f_o <= 27;  
                        else f_o <= 28;  
                    end
                    3'b001: f_o <= 29;  
                    3'b010: f_o <= 30;  
                    3'b011: f_o <= 31;  
                    3'b100: f_o <= 32;  
                    3'b101: begin
                        if (funct7 == 7'b0000000) f_o <= 33;  
                        else f_o <= 34;  
                    end
                    3'b110: f_o <= 35;  
                    3'b111: f_o <= 36;  
                    default: ;
                endcase
            end
            7'b0001111: f_o <= 37;  
            7'b1110011: begin  
                if (instruction_i[31:20] == 12'b000000000000) f_o <= 38;  
                else f_o <= 39;  
            end
            default: ;
        endcase
    end
endmodule
module InstructionMemory #(
    parameter XLEN = 32
) (
    input   [XLEN-1:0] addr_i,
    output  [XLEN-1:0] instruction_o
);
    wire [XLEN-1:0] memory [31:0];  
    assign instruction_o = memory[addr_i];
    wire [11:0]  led_w = 11'd63;
    assign memory[0] = {12'd60, 5'd0, 3'b000, 5'd1, 7'b0010011};
    assign memory[1] = {led_w[11:5], 5'd1, 5'd0, 3'b010, led_w[4:0], 7'b0100011};
endmodule
module RegisterFile #(
    parameter XLEN = 32
) (
    input   clk_i,
    input   we_i,
    input   [$clog2(XLEN)-1:0] rs1_i,
    input   [$clog2(XLEN)-1:0] rs2_i,
    input   [$clog2(XLEN)-1:0] rd_i,
    input   [XLEN-1:0] data_i,
    output  [XLEN-1:0] op1_o,
    output  [XLEN-1:0] op2_o
);
    reg [XLEN-1:0] x[31:0];
    assign op1_o = rs1_i == 0 ? 0 : x[rs1_i];
    assign op2_o = rs2_i == 0 ? 0 : x[rs2_i];
    always @(posedge clk_i) begin
        if (we_i) x[rd_i] <= data_i;
    end
endmodule
module TangNano9kWrapper (
    input           clk_i,
    output [5:0]    led_no
);
    wire [5:0] led_w;
    CPU CPU(
        .clk_i  (clk_i),
        .led_o  (led_w)
    );
    assign led_no = ~led_w;
endmodule
```

## run.sh

```bash
#!/bin/bash
# OpenROAD 26Q1-2900-gdf79404cd8, Yosys 0.63+post, stock flow scripts
make -C /OpenROAD-flow-scripts/flow DESIGN_CONFIG=/design/flow/config.mk WORK_HOME=/design/flow/orfs finish
```

==> flow_metrics.tcl <==
# metrics dict for downstream scripts
set metrics [dict create \
    outcome "complete, no violations" \
    cp_top_family "buffers and inverters" \
    postRouteAntennaNets 0 \
    edf_count 2 \
    grt_pass1_vias 135 \
    vdd_drop_max_mv 0.146 \
    top_cells_by_area "dfxtp_1 (34%), edfxtp_1 (20%), buf_4 (13%)" \
    timing.final.crit_share 0.864 \
    drive_gt1_frac 0.133 \
    numCtsBuffers 3 \
    setup_viol 0 \
    cp_max_fo 2 \
    gr-max-usage-layer "met2" \
    cts-resized-gates 0 \
    synth_warnings 966 \
    rrSetupSlack_ps 550 \
    power_mw 0.317 \
    maxCapViolations 0 \
    num_rows 21 \
    gp_congestion 0.598 \
    drt_wl_total_um 328 \
    ctsHoldBuffers 0 \
    grt_overflow 0 \
    use_met1 0.0101 \
    via_count 152 \
    tritoncts "yes" \
    yosys_cells 26 \
    rsz0062_at_grt "no" \
    die_x_um 80 \
    fin_util 0.110 \
    antenna_found_initial 0 \
    yosys_area_um2 297 \
    dieArea_um2 6400 \
    skew_ps 0.732 \
    cp.required_ps 1360 \
    synthTopCellsByCount "buf_4 (5), dfxtp_1 (5), inv_1 (5)" \
    syn_inst 26 \
    fin_tns_setup_ps 0 \
    ys_seq_share 0.540 \
    crit_slowest_cell "clkdlybuf4s50_1" \
    fmax_ghz 0.681 \
    antenna_cells 0 \
    ys_ff 7 \
    synthFlopType "dfxtp_1" \
    r2r_end "CPU.led_o[0]" \
    avgSynthCellArea_um2 11.4 \
    post_cts.repair.setup_buffers 0 \
    vias_per_cell 2.00 \
    htreeDepth 1 \
    clk_path_buf_depth 2 \
    cts.clk_slew.worst_paths_ps 50 \
    worstHoldEndpoint "CPU.pc[0]" \
    grt.met2_usage 0.0136 \
    slew_violations 0 \
    hpwl_um 270 \
    leakagePower_nw 0.137 \
    rr_worst_depth 2 \
    synthToLayoutAreaGrowth_pct 26.2 \
    cp.arrival_ps 1130 \
    criticalPathCategory "flop to output port" \
    min_from "CPU.pc[0]" \
    whs_path_depth 1 \
    fin_crit_ps 1470 \
    r2r_start "CPU.pc[0]" \
    yosys.area.top_type "dfxtp_1" \
    cp-start-kind "flop" \
    worstSetupEndpointType "output port" \
    core_area_um2 3420 \
    port_buffers 2 \
    grt_use_total 0.0100 \
    worst-path-buf-inv 2 \
    grt_max_degree 5 \
    syn_area_um2 297 \
    drc_errors 0 \
    fp_util 0.0868 \
    cts.sinks 7 \
    holdCritPathClass "flop to flop" \
    drt_pass1_iterations 1 \
    ioPinCount 7 \
    wire_per_inst_um 4.32 \
    synth.distinct_cells 10 \
    warnings 26 \
    slowest_delay_ps 460 \
    path_cells "inv_1, clkdlybuf4s50_1" \
    grt_first_pass_wirelength_um 503 \
    clk_latency_ps 240 \
    finalHoldViolations 0 \
    fill_cells 403 \
    use_met3 0.0114 \
    first_iter_violations 0 \
    die_h_um 80 \
    yosys.area.top_type_share 0.338 \
    power_density_nw_per_um2 849 \
    cts-root-buf "clkbuf_4" \
    async_flop_share 0 \
]
==> logic make-up after synthesis <==
logic type	count (synthesis)	share of synthesized area
buf+inv	10	0.190
flops	7	0.540
xor+xnor	3	0.0886
simple gates	3	0.0844
fa+ha+maj	2	0.0844
other cells	1	0.0126
==> layout make-up <==
class / count / area, um2 / share of cell area
flip-flops and latches: 7 / 160 / 0.428
multi-input cells: 12 / 91.3 / 0.244
well taps: 46 / 57.6 / 0.154
clock buffers: 4 / 26.3 / 0.0702
repair buffers: 2 / 20.0 / 0.0535
inverters: 5 / 18.8 / 0.0502
==> layout by cell type, fill, tap and decap left out <==
cell type / n
dfxtp_1: 5
inv_1: 5
conb_1: 4
clkbuf_4: 3
edfxtp_1: 2
nand3_1: 2
xnor2_1: 2
ha_1: 2
clkdlybuf4s50_1: 2
nor4b_2: 1
xor2_1: 1
clkbuf_1: 1
==> power breakdown <==
| part | total (mW) | leakage [nW] | internal [mW] | switching [mW] |
|---|---|---|---|---|
| sequential | 0.171 | 0.0635 | 0.171 | 0 |
| combinational | 0.000445 | 0.0583 | 0 | 0.000445 |
| clock | 0.146 | 0.0150 | 0.0893 | 0.0568 |
| total | 0.317 | 0.137 | 0.260 | 0.0573 |
==> flip-flops by register name, summed over array words and instances (netlist names) <==
name / cells
CPU.pc: 5
CPU.RFile.x: 1
CPU.led_o: 1
==> through the flow <==
step           worst slack, ps  instances  hold slack (ps)  area (um2)
3_5_place_dp               488         72              407         348
2_1_floorplan              640         29              387         308
3_3_place_gp               491         72              398         348
5_1_grt                    173         76              429         374
4_1_cts                    216         76              420         374
6_report                   231         76              415         374
==> worst register-to-register path, cell delays in order, from the launching register on <==
cell and delay, ps:
dfxtp_1 370, ha_1 160, nor4b_2 290
==> routing by layer <==
metal	wire, um	part of all wire
met1	148	0.45
met2	132	0.40
met3	47	0.14
met4	0	0
met5	0	0
==> worst max-delay path by stage <==
stage,cells after the start,slack (ps),endpoint,from
CTS,2,220,led_no[1],CPU.led_o[0]
global route,2,170,led_no[1],CPU.led_o[0]
finish,2,230,led_no[1],CPU.led_o[0]
Power figures rest on the tool's default switching activity, not on a simulated workload.
